<file path="flow/constraint.sdc">
current_design lz77_decomp_stream

set clk_period 7.4
set clk_io_pct 0.2

create_clock -name clk0 -period $clk_period [get_ports {clk}]

set non_clock_inputs [all_inputs -no_clocks]
set_input_delay [expr $clk_period * $clk_io_pct] -clock clk0 $non_clock_inputs
set_output_delay [expr $clk_period * $clk_io_pct] -clock clk0 [all_outputs]
</file>
<file path="flow/run.sh">
#!/bin/bash
# OpenROAD 26Q1-2900-gdf79404cd8, Yosys 0.63+post, stock flow scripts
make -C /OpenROAD-flow-scripts/flow DESIGN_CONFIG=/design/flow/config.mk WORK_HOME=/design/flow/orfs finish
</file>
<file path="flow/design.v">
`timescale 1ns / 1ps
module lz77_decomp_core #(
    parameter int DIST_WIDTH        = 4,   
    parameter int LEN_WIDTH         = 4,   
    parameter int WINDOW_ADDR_WIDTH = 4    
) (
    input  logic                     clk,
    input  logic                     rst_n,         
    input  logic                     in_valid,
    output logic                     in_ready,
    input  logic [DIST_WIDTH-1:0]    in_distance,
    input  logic [LEN_WIDTH-1:0]     in_length,
    input  logic [7:0]               in_literal,
    output logic                     out_valid,
    output logic [7:0]               out_byte
);
    typedef enum logic [1:0]{
        S_IDLE = 2'b00,
        S_COPY = 2'b01,
        S_OUT_LIT = 2'b10
    } state_t;
    localparam int WINDOW_SIZE = (1 << WINDOW_ADDR_WIDTH);
    state_t state;
    logic [WINDOW_ADDR_WIDTH-1:0] write_ptr;
    logic [WINDOW_ADDR_WIDTH-1:0] copy_ptr;
    logic [7:0] history [0:WINDOW_SIZE-1];
    logic [DIST_WIDTH-1:0]      distance_r;
    logic [LEN_WIDTH-1:0]       length_r;
    logic [7:0]                 literal_r;
    logic [LEN_WIDTH-1:0]       remaining_len;
    assign in_ready = (state == S_IDLE);
    always_ff @(posedge clk) begin
        if (!rst_n) begin
            state        <= S_IDLE;
            out_valid    <= 1'b0;
            out_byte     <= 8'd0;
            distance_r   <= '0;
            length_r     <= '0;
            literal_r    <= 8'd0;
            copy_ptr     <= '0;
            write_ptr    <= '0;
            remaining_len<= '0;
            for (int i = 0; i < WINDOW_SIZE; i++) begin
                history[i] <= 8'd0;
            end
        end else begin
            out_valid <= 1'b0;
            unique case (state)
                S_IDLE: begin
                    if (in_ready && in_valid) begin
                        distance_r <= in_distance;
                        length_r   <= in_length;
                        literal_r  <= in_literal;
                        if (in_length == '0) begin
                            out_byte  <= in_literal;
                            out_valid <= 1'b1;
                            history[write_ptr] <= in_literal;
                            write_ptr          <= write_ptr + 1'b1;
                        end else begin
                            remaining_len <= in_length;
                            copy_ptr      <= write_ptr - in_distance;
                            state         <= S_COPY;
                        end
                    end
                end
                S_COPY: begin
                    out_byte  <= history[copy_ptr];
                    out_valid <= 1'b1;
                    history[write_ptr] <= history[copy_ptr];
                    write_ptr <= write_ptr + 1'b1;
                    copy_ptr  <= copy_ptr  + 1'b1;
                    remaining_len <= remaining_len - 1'b1;
                    if (remaining_len == {{(LEN_WIDTH-1){1'b0}}, 1'b1}) begin
                        state <= S_OUT_LIT;
                    end
                end
                S_OUT_LIT: begin
                    out_byte  <= literal_r;
                    out_valid <= 1'b1;
                    history[write_ptr] <= literal_r;
                    write_ptr          <= write_ptr + 1'b1;
                    state <= S_IDLE;
                end
                default: begin
                    state <= S_IDLE;
                end
            endcase
        end
    end
endmodule
`timescale 1ns/1ps
module lz77_decomp_stream #(
    parameter int DIST_WIDTH        = 4,
    parameter int LEN_WIDTH         = 4,
    parameter int WINDOW_ADDR_WIDTH = 4,
    parameter int TOKEN_W           = DIST_WIDTH + LEN_WIDTH + 8
)(
    input  logic                clk,
    input  logic                rst_n,
    input  logic [TOKEN_W-1:0]   s_axis_tdata,
    input  logic                s_axis_tvalid,
    output logic                s_axis_tready,
    input  logic                s_axis_tlast,
    output logic [7:0]          m_axis_tdata,
    output logic                m_axis_tvalid,
    input  logic                m_axis_tready,
    output logic                m_axis_tlast
);
    logic [DIST_WIDTH-1:0] tok_dist;
    logic [LEN_WIDTH-1:0]  tok_len;
    logic [7:0]            tok_lit;
    always_comb begin
        tok_lit  = s_axis_tdata[7:0];
        tok_len  = s_axis_tdata[8 +: LEN_WIDTH];
        tok_dist = s_axis_tdata[8 + LEN_WIDTH +: DIST_WIDTH];
    end
    logic core_in_ready;
    logic core_in_valid;
    logic core_out_valid;
    logic [7:0] core_out_byte;
    localparam int FIFO_DEPTH = (1 << LEN_WIDTH);
    localparam int PTR_W      = LEN_WIDTH;  
    logic [7:0] fifo_data [0:FIFO_DEPTH-1];
    logic       fifo_last [0:FIFO_DEPTH-1];
    logic [PTR_W-1:0] wr_ptr, rd_ptr;
    logic [PTR_W:0]   count;
    logic fifo_full, fifo_empty;
    assign fifo_full  = (count == FIFO_DEPTH);
    assign fifo_empty = (count == 0);
    assign m_axis_tvalid = !fifo_empty;
    assign m_axis_tdata  = fifo_empty ? 8'h00 : fifo_data[rd_ptr];
    assign m_axis_tlast  = fifo_empty ? 1'b0  : fifo_last[rd_ptr];
    logic pop;
    assign pop = m_axis_tvalid && m_axis_tready;
    logic [LEN_WIDTH:0] token_bytes;      
    int unsigned        fifo_free_i;
    int unsigned        token_bytes_i;
    logic               can_accept;
    always_comb begin
        fifo_free_i = FIFO_DEPTH - count;
        if (!s_axis_tvalid) begin
            token_bytes_i = 1;
        end else begin
            token_bytes_i = (tok_len == '0) ? 1 : (int'(tok_len) + 1);
        end
        can_accept = (fifo_free_i >= token_bytes_i);
    end
    assign s_axis_tready = core_in_ready && can_accept;
    logic token_fire;
    assign token_fire   = s_axis_tvalid && s_axis_tready;
    assign core_in_valid = token_fire;
    lz77_decomp_core #(
        .DIST_WIDTH(DIST_WIDTH),
        .LEN_WIDTH(LEN_WIDTH),
        .WINDOW_ADDR_WIDTH(WINDOW_ADDR_WIDTH)
    ) u_core (
        .clk        (clk),
        .rst_n       (rst_n),
        .in_valid    (core_in_valid),
        .in_ready    (core_in_ready),
        .in_distance (tok_dist),
        .in_length   (tok_len),
        .in_literal  (tok_lit),
        .out_valid   (core_out_valid),
        .out_byte    (core_out_byte)
    );
    logic                cur_token_last;
    logic [LEN_WIDTH:0]  rem_bytes;   
    always_comb begin
        if (!s_axis_tvalid) begin
            token_bytes = 1;
        end else begin
            token_bytes = (tok_len == '0) ? {{LEN_WIDTH{1'b0}},1'b1}
                                          : ({{1'b0}, tok_len} + 1);
        end
    end
    logic push;
    assign push = core_out_valid && (!fifo_full || pop);
    logic push_last;
    assign push_last = cur_token_last && (rem_bytes == 1);
    always_ff @(posedge clk or negedge rst_n) begin
        if (!rst_n) begin
            wr_ptr         <= '0;
            rd_ptr         <= '0;
            count          <= '0;
            cur_token_last <= 1'b0;
            rem_bytes      <= '0;
        end else begin
            if (token_fire) begin
                cur_token_last <= s_axis_tlast;
                rem_bytes      <= token_bytes;
            end
            unique case ({push, pop})
                2'b10: begin  
                    fifo_data[wr_ptr] <= core_out_byte;
                    fifo_last[wr_ptr] <= push_last;
                    wr_ptr            <= wr_ptr + 1'b1;
                    count             <= count + 1'b1;
                    if (rem_bytes != 0) rem_bytes <= rem_bytes - 1'b1;
                end
                2'b01: begin  
                    rd_ptr <= rd_ptr + 1'b1;
                    count  <= count - 1'b1;
                end
                2'b11: begin  
                    fifo_data[wr_ptr] <= core_out_byte;
                    fifo_last[wr_ptr] <= push_last;
                    wr_ptr            <= wr_ptr + 1'b1;
                    rd_ptr            <= rd_ptr + 1'b1;
                    if (rem_bytes != 0) rem_bytes <= rem_bytes - 1'b1;
                end
                default: ;  
            endcase
        end
    end
endmodule
</file>
<file path="flow/config.mk">
export PLATFORM = sky130hd
export DESIGN_NAME = lz77_decomp_stream
export DESIGN_NICKNAME = lz77_decomp_stream
export VERILOG_FILES = /design/flow/design.v
export SDC_FILE = /design/flow/constraint.sdc
export NUM_CORES = 4
export LEC_CHECK = 1
export CORE_UTILIZATION = 40
</file>
==> flow_summary_export.csv <==
group,metric,value,unit
final_layout,layout.cells.most_common,"edfxtp_1",
worst_setup_path,worst_ep_arrival_time,4940,ps
worst_setup_path,critical_path_cell_by_cell,"clkdlybuf4s50_1 > inv_1 > ha_1 > nor2b_1 > a21boi_0 > nand2_1 > ha_1 > nand2b_1 > a2111oi_2 > o21ai_2 > nand2_1 > inv_1 > clkdlybuf4s50_1",
die,floorplan.rows,70,
routing,remaining_drc_errors,0,
clocking,ctsLongestPathBuffers,3,
timing,fin_worst_hold_slack,460,ps
timing,totalNegativeSetupSlack,0,ps
routing,first_pass_iters,6,
global_route,global_route.overflow_total,0,
run,stage_log_warnings,38,
timing,rsz0062_at_grt,"no",
worst_setup_path,path_buffers,4,
timing,timing.slew.headroom,44.4,%
routing,route.final.wire_length,35300,um
pwr,p_per_area,349,nW/um^2
routing,ant_nets,0,
worst_setup_path,crit_path_max_fanout,8,
final_layout,filler_cell_count,3208,
final_layout,final_layout_size_suffix_gt1_share,12.3,%
worst_setup_path,setup.worst_path.start_class,"input pin",
synthesis,enable_flop_cells,272,
synthesis,synth_area_per_cell,12.6,sq um
global_route,antenna_found_initial,0,
die,fp-utilization,40.5,%
synthesis,synthesis_warnings,4,
final_layout,layout_top_cells_excl_fill_tap,"edfxtp_1 (272), nor2_1 (187), nand2_1 (58), mux2i_1 (53), buf_4 (48)",
pwr,leakage,5.79,nW
timing,fmax,156,MHz
synthesis,post_synth_num_cell_types,65,
synthesis,synth_register_bits,327,
timing,share_of_the_cycle_needed_by_the_critical_path_after_routing,86.7,%
routing,vias_per_cell,5.58,
global_route,grt_max_degree,72,
clocking,cts_tree,"yes",
outcome,run_status,"finished clean",
synthesis,synth_top_flop_cell,"edfxtp_1",
synthesis,number_of_cells_in_the_yosys_synthesis_report,1171,
routing,routedWlPerCell,20.8,um
die,number_of_i_o_pins,32,
clocking,cts_made_buffers,36,
die,fp.coreArea,36500,sq um
global_route,first_global_vias,9491,
routing,antenna_cells_inserted,0,
timing,min_period,6420,ps
clocking,cts_root_buffer,"clkbuf_16",
worst_setup_path,endpoint_kind,"primary output",
clocking,cts_htree_levels,2,
synthesis,ys_area,14800,sq um
synthesis,syn_inst,1171,
worst_setup_path,critical_path_required,5920,ps
routing,vias,9465,
global_route,grt_util_all_layers,20.3,%
die,die.size.x,194,um
final_layout,area_growth,12.6,%
worst_setup_path,worst_path_dominant_cell_family,"buffers and inverters",
placed_design,place.detailed.hpwl,22100,um
synthesis,ys_seq_share,63.2,%
worst_hold_path,worstHoldPathType,"register to register",
die,design.die.area,37800,sq um
synthesis,synth_area,14800,sq um
synthesis,synthArstFlopShare,5.81,%
clocking,holdBufCountCts,0,
clocking,cts.sinks,327,
worst_setup_path,worst_path_largest_cell_delay,600,ps
worst_setup_path,crit_path_top_delay_cell,"clkdlybuf4s50_1",
timing,fin_worst_skew,30.0,ps
clocking,clk_transition_reported_paths,60,ps
timing,timing_max_transition_violations_final,0,
die,fp.dieH,194,um
timing,max_slew.worst_pin.slew,835,ps
final_layout,finalInstanceArea,16700,sq um
timing,final_count_of_hold_timing_violations,0,
worst_setup_path,path_class,"input pin to primary output",
pwr,vdd_drop_max,0.165,mV
placed_design,detailed_place.area,15600,sq um
clocking,clk_latency,520,ps
global_route,global_route_wire_length_before_repair,55100,um
placed_design,numPortBuffers,31,
placed_design,globalplace.congestion,0.869,
routing,detailedRoute.firstIterationViolations,492,
timing,setup-violations-final,0,
run,timing.max_cap.violations,0,
clocking,cts.repair_timing.setup_buffer_count,0,
clocking,cts_resized,0,
[routing by layer]
metal | vias to the layer above | wire (um) | global-route usage, %
li1 | 4464 | - | -
met1 | 4603 | 14700 | 29.0
met2 | 348 | 16400 | 30.9
met3 | 50 | 3400 | 8.42
met4 | 0 | 817 | 4.17
met5 | - | 0 | 0.383
[final cells by class]
cell class	instances	area, sq um	share of cell area [%]
Sequential cell	327	9370	56.2
Clock inverter	12	121	0.728
Timing Repair Buffer	79	666	3.99
Clock buffer	48	956	5.73
Inverter	38	143	0.856
Multi-Input combinational cell	725	4840	29.0
Tap cell	468	586	3.51
[sequential cells by signal (all words and copies together), names as in the netlist, named ones only]
register	flops
fifo_data	128
u_core.history	128
fifo_last	16
u_core.literal_r	8
u_core.out_byte	8
count	5
rem_bytes	5
rd_ptr	4
u_core.copy_ptr	4
u_core.remaining_len	4
u_core.write_ptr	4
wr_ptr	4
u_core.state	3
cur_token_last	1
u_core.out_valid	1
[metrics by stage]
step | utilization [%] | power [mW] | std cells | setup WS (ps)
floorplan | - | 3.61 | 1171 | 2410
global placement | 42.7 | 4.18 | 1637 | 1090
detailed placement | 42.7 | 4.19 | 1637 | 979
CTS | 45.6 | 5.86 | 1697 | 970
global route | 45.6 | 6.13 | 1697 | 586
finish | 45.6 | 5.82 | 1697 | 982
[where the power goes]
group | total, mW | switching, mW | internal, mW
registers | 2.33 | 0.154 | 2.17
logic | 1.84 | 1.08 | 0.762
clock network | 1.66 | 0.680 | 0.975
total | 5.82 | 1.92 | 3.91
[worst reg2reg max path, cell delays in order (launching register included)]
cell and delay (ps):
dfrtp_1 400, inv_1 180, ha_1 210, nor3b_1 280
ha_1 290, inv_1 60, ha_1 220, o21ai_0 100
o21ai_2 170, a311oi_4 640, or3_1 770, nor2_1 110
[cell families (layout without fill, tap and decap cells)]
kind of cell / count (synthesis) / count (layout) / share of synthesized area [%]
and+or+nand+nor: 348 / 348 / 10.4
DFF: 327 / 327 / 63.2
AOI/OAI and AO/OA: 230 / 230 / 11.2
buffers and inverters: 119 / 177 / 4.13
muxes: 94 / 94 / 6.93
adders and majority gates: 35 / 35 / 3.06
xor gates and xnor gates: 18 / 18 / 1.06
[Yosys cell counts, drive strengths merged (31+ instances only)]
cell type | count | share of area (%)
ha | 33 | 2.8
nor2 | 188 | 4.8
buf | 37 | 2.0
nand2 | 58 | 1.5
clkbuf | 44 | 1.1
o22ai | 38 | 1.6
mux2 | 38 | 2.9
inv | 38 | 0.96
mux2i | 53 | 3.6
o21ai | 48 | 1.6
nand3 | 31 | 1.0
edfxtp | 272 | 55
dfxtp | 36 | 4.9
[worst paths after layout]
kind                                                      start                                    to  slack [ps]  depth (start not counted)
min                        u_core.remaining_len[1]$_SDFFE_PN0P_  u_core.remaining_len[1]$_SDFFE_PN0P_         460                          2
max                                             s_axis_tdata[8]                         s_axis_tready         980                         13
min reg2reg                u_core.remaining_len[1]$_SDFFE_PN0P_  u_core.remaining_len[1]$_SDFFE_PN0P_         460                          2
min in group asynchronous                                 rst_n                  count[3]$_DFFE_PN0P_        1250                          2
max reg2reg                                count[0]$_DFFE_PN0P_    u_core.history[2][7]$_SDFFCE_PN0P_        3700                         11
max in group asynchronous                                 rst_n                 wr_ptr[1]$_DFFE_PN0N_        5670                          2
Power and IR drop assume default switching activity.
